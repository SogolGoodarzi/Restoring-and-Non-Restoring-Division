`/design/flow/config.mk`:
```
export PLATFORM = sky130hd
export DESIGN_NAME = datapath
export DESIGN_NICKNAME = datapath
export VERILOG_FILES = /design/flow/design.v
export SDC_FILE = /design/flow/constraint.sdc
export NUM_CORES = 4
export LEC_CHECK = 1
export CORE_AREA = 10 10 109 109
export DIE_AREA = 0 0 119 119
```
`/design/flow/constraint.sdc`:
```
current_design datapath

set clk_period 2.5
set clk_io_pct 0.2

create_clock -name clk0 -period $clk_period [get_ports {clk}]

set non_clock_inputs [all_inputs -no_clocks]
set_input_delay [expr $clk_period * $clk_io_pct] -clock clk0 $non_clock_inputs
set_output_delay [expr $clk_period * $clk_io_pct] -clock clk0 [all_outputs]
```
`/design/flow/design.v`:
```
module datapath (data_in,ldd,or_d,OV_not,ldw,shw,ldq,shq,q0,
                  d_sel,w_sel,out_sel,clk,sign,data_out);
    input [9:0] data_in;
    input ldd,ldw,shw,ldq,shq,q0,d_sel,w_sel,out_sel,clk;
    output sign,or_d,OV_not;
    output [4:0] data_out;
    wire [4:0] d,q;
    wire [5:0] w_out,d_out,sum,w_in,dummy;
    shreg_nb #(5) d_reg(data_in[4:0],1'b0,ldd,1'b0,clk,d); 
    mux_2_to_1 #(6) mux1({1'b0,d},~{1'b0,d},d_sel,d_out);
    adder add_6b(d_out,w_out,d_sel,sum);
    mux_2_to_1 #(6) mux2(sum,{1'b0,data_in[9:5]},w_sel,w_in);
    shreg_nb #(6) w_reg(w_in,q[4],ldw,shw,clk,w_out);
    shreg_nb #(5) q_reg(data_in[4:0],q0,ldq,shq,clk,q);
    mux_2_to_1 #(5) mux3(q,w_out[4:0],out_sel,data_out);  
    adder add_6b_OV(~{1'b0,d},w_out,1'b1,dummy);
    assign sign=w_out[5];
    assign or_d=|data_in;
    assign OV_not=dummy[5];
endmodule
module mux_2_to_1 #(parameter n=5)(i0,i1,sel,y);
    input [n-1:0] i0,i1;
    input sel;
    output [n-1:0] y;
    assign y=sel?i1:i0;
endmodule
module shreg_nb #(parameter n=6)(d,ser_in,ld,sh,clk,q);
    input [n-1:0] d;
    input ser_in,ld,sh,clk;
    output [n-1:0] q;
    reg [n-1:0] q;
    always@(posedge clk)
        if(ld)
            q<=d;
        else if(sh)
            q<={q[n-2:0],ser_in};
endmodule
module adder (a,b,ci,s);
    input [5:0] a,b;
    input ci;
    output [5:0] s;
    assign s=a+b+ci;
endmodule
```
`/design/flow/run.sh`:
```
#!/bin/bash
# OpenROAD 26Q1-2900-gdf79404cd8, Yosys 0.63+post, stock flow scripts
make -C /OpenROAD-flow-scripts/flow DESIGN_CONFIG=/design/flow/config.mk WORK_HOME=/design/flow/orfs finish
```
==> flow_results.xml <==
<?xml version="1.0" encoding="UTF-8"?>
<metrics>
  <group name="yosys">
    <metric name="yosys-dominant-comb-family" unit="">multiplexers</metric>
    <metric name="ys_sh_adder" unit="">0.105</metric>
    <metric name="synthCells" unit="">102</metric>
    <metric name="synth_flops" unit="">16</metric>
    <metric name="yosysSeqAreaShare" unit="">0.421</metric>
    <metric name="synth.cellmix.xorXnorShare" unit="">0.0614</metric>
    <metric name="number_of_synthesis_warnings" unit="">2</metric>
    <metric name="synth.cellmix.compoundShare" unit="">0.0888</metric>
    <metric name="synth-simple-area-share" unit="">0.133</metric>
    <metric name="synth_chip_area" unit="um^2">1140</metric>
    <metric name="muxShareOfSynthArea" unit="">0.145</metric>
    <metric name="yosys_cells" unit="">102</metric>
    <metric name="post_synthesis_instance_area" unit="um^2">1140</metric>
    <metric name="yosys.cell_types.count" unit="">30</metric>
    <metric name="post_synth.cell_area_avg" unit="um^2">11.2</metric>
  </group>
  <group name="floorplan">
    <metric name="dieWidth" unit="um">119</metric>
    <metric name="rows" unit="">36</metric>
    <metric name="io-pin-count" unit="">28</metric>
    <metric name="core_util_floorplan" unit="">0.118</metric>
    <metric name="die.size.y" unit="um">119</metric>
    <metric name="core-area" unit="um^2">9640</metric>
    <metric name="chip_area" unit="um^2">14200</metric>
  </group>
  <group name="final_timing">
    <metric name="maxClockFrequency" unit="MHz">418</metric>
    <metric name="setup_viol" unit="">0</metric>
    <metric name="timing.final.ws_setup" unit="ps">108</metric>
    <metric name="period_needed" unit="ps">2390</metric>
    <metric name="slew_headroom" unit="">0.706</metric>
    <metric name="finalHoldWorstSlack" unit="ps">578</metric>
    <metric name="report.final.hold_viol_count" unit="">0</metric>
    <metric name="tightest_slew" unit="ps">439</metric>
    <metric name="timing.clock.skew" unit="ps">2.91</metric>
    <metric name="rsz_0062_raised_after_global_routing" unit="">no</metric>
    <metric name="setup-tns-final" unit="ps">0</metric>
    <metric name="final_min_period_over_clock_period" unit="">0.957</metric>
    <metric name="timing_max_transition_violations_final" unit="">0</metric>
  </group>
  <group name="grt">
    <metric name="grt_pass1_wl" unit="um">4920</metric>
    <metric name="number_of_antenna_violations_at_the_first_check_in_global_routing" unit="">0</metric>
    <metric name="grt_pass1_vias" unit="">946</metric>
    <metric name="grt_max_degree" unit="">13</metric>
    <metric name="total_global_routing_overflow" unit="">0</metric>
    <metric name="grt_use_total" unit="">0.0433</metric>
  </group>
  <group name="route">
    <metric name="firstDrtPassIters" unit="">4</metric>
    <metric name="drc" unit="">0</metric>
    <metric name="route.final.wire_length" unit="um">3060</metric>
    <metric name="antenna-diode-count" unit="">0</metric>
    <metric name="via_per_inst" unit="">3.34</metric>
    <metric name="drt.antenna.violating_nets" unit="">0</metric>
    <metric name="total_vias_in_the_final_route" unit="">908</metric>
    <metric name="dr.first_iter.drc_count" unit="">27</metric>
    <metric name="route.detailed.wl_per_inst" unit="um">11.3</metric>
  </group>
  <group name="cts">
    <metric name="clock_tree_sinks" unit="">16</metric>
    <metric name="clk_latency" unit="ps">250</metric>
    <metric name="cts_max_level" unit="">1</metric>
    <metric name="clock-root-buffer" unit="">clkbuf_8</metric>
    <metric name="tritoncts_clock_tree" unit="">done</metric>
    <metric name="path_clk_slew" unit="ps">60</metric>
    <metric name="clock_buffers_created_by_tritoncts" unit="">3</metric>
    <metric name="ctsLongestPathBuffers" unit="">2</metric>
  </group>
  <group name="setup_path">
    <metric name="cp_common_cell" unit="">clkdlybuf4s50_1</metric>
    <metric name="arrival" unit="ps">1890</metric>
    <metric name="cp_num_buf_inv" unit="">2</metric>
    <metric name="crit_chain" unit="">clkdlybuf4s50_1 &gt; mux2_2 &gt; clkdlybuf4s50_1</metric>
    <metric name="critPathSlowestCell" unit="">clkdlybuf4s50_1</metric>
    <metric name="worst_path_largest_cell_delay" unit="ps">600</metric>
    <metric name="crit_path_max_fanout" unit="">5</metric>
    <metric name="critical-path-top-delay-family" unit="">buffers and inverters</metric>
    <metric name="setup.worst_path.end_class" unit="">output pin</metric>
    <metric name="timing.critical_path.required" unit="ps">2000</metric>
    <metric name="setup.worst_path.class" unit="">input pin to output pin</metric>
    <metric name="setup.worst_path.start_class" unit="">input pin</metric>
  </group>
  <group name="pwr">
    <metric name="power.static_leakage" unit="nW">0.617</metric>
    <metric name="ir_drop" unit="mV">0.241</metric>
    <metric name="power" unit="mW">0.983</metric>
    <metric name="power_per_cell_area" unit="nW/um^2">575</metric>
  </group>
  <group name="placement">
    <metric name="routability_congestion" unit="">0.810</metric>
    <metric name="placed_cells" unit="">267</metric>
    <metric name="placed_wire_length_estimate_after_detailed_placement" unit="um">2520</metric>
    <metric name="port_buffers" unit="">27</metric>
    <metric name="place_area" unit="um^2">1620</metric>
    <metric name="dp_slack" unit="ps">-5.88</metric>
  </group>
  <group name="final_layout">
    <metric name="post_route_cell_area" unit="um^2">1710</metric>
    <metric name="finalCoreUtilization" unit="">0.177</metric>
    <metric name="largest_register_ffs" unit="">6</metric>
    <metric name="fin_cells" unit="">272</metric>
    <metric name="logic_area" unit="um^2">652</metric>
    <metric name="drive_above_1_share" unit="">0.252</metric>
    <metric name="layout-area-overhead-vs-synth" unit="%">49.9</metric>
    <metric name="register_area" unit="um^2">480</metric>
    <metric name="number_of_fill_cells" unit="">1080</metric>
  </group>
  <group name="status">
    <metric name="outcome" unit="">completed</metric>
  </group>
  <group name="run">
    <metric name="max_capacitance_violation_count" unit="">0</metric>
    <metric name="tool_warnings" unit="">25</metric>
  </group>
  <group name="min_path">
    <metric name="hold_path_class" unit="">flop to flop</metric>
  </group>
</metrics>
==> layout make-up <==
type / count / share of cell area
multi-input combinational: 75 / 0.381
sequential: 16 / 0.281
timing repair buffer: 36 / 0.197
clock inverter: 1 / 0.00219
inverter: 8 / 0.0176
tap: 133 / 0.0973
clock buffer: 3 / 0.0241
==> layout by cell type, fill, tap and decap left out, types with 2 or more instances in the layout <==
| master | instances |
|---|---|
| clkdlybuf4s50_1 | 26 |
| clkbuf_8 | 3 |
| nand3_1 | 4 |
| nor2_1 | 2 |
| nor3b_1 | 2 |
| nand2_1 | 8 |
| inv_1 | 6 |
| mux2i_1 | 3 |
| xor2_1 | 5 |
| nor3_1 | 2 |
| a21oi_1 | 4 |
| ha_1 | 7 |
| nand4_1 | 2 |
| or2_2 | 2 |
| inv_2 | 2 |
| mux2_2 | 12 |
| o21ai_1 | 3 |
| xnor2_1 | 3 |
| buf_4 | 9 |
| edfxtp_1 | 16 |
==> timing repair <==
action	4_1_cts	5_1_grt
setup endpoints to repair	1	2
gates resized	6	2
hold buffers	0	0
setup buffers	1	0
==> cell usage after synthesis, drive strengths merged <==
library cell,n,area (um^2)
edfxtp,16,480
mux2,12,135
ha,8,100
inv,8,30.0
nand2,8,30.0
a21oi,5,25.0
o21ai,5,25.0
xor2,5,43.8
nand3,4,20.0
buf,3,22.5
mux2i,3,30.0
xnor2,3,26.3
nand4,2,12.5
nor2,2,7.51
nor3,2,10.0
nor3b,2,15.0
nor4,2,12.5
or2,2,12.5
a2111oi,1,10.0
a21o,1,7.51
a31oi,1,6.26
and4,1,8.76
fa,1,20.0
nand4b,1,8.76
nor2b,1,6.26
o221ai,1,15.0
o31ai,1,12.5
or4,1,7.51
==> kinds of logic (layout without fill, tap and decap cells) <==
kind of cell	Yosys count	in the layout
fa+ha+maj	9	9
buf+inv	11	48
simple gates	28	28
compound gates	15	15
xor+xnor	8	8
flops	16	16
mux	15	15
==> per-layer routing <==
layer / part of all wire / up-vias / global-route usage
met3: 0.076 / 2 / 0.0177
met1: 0.48 / 425 / 0.0586
met2: 0.44 / 27 / 0.0664
li1: - / 454 / -
met5: 0 / - / 0
met4: 0.0039 / 0 / 0.00305
==> worst paths after layout <==
check | to | slack (ps) | depth (start not counted) | from
worst max-delay path | data_out[4] | 110 | 3 | out_sel
worst min-delay path | q_reg.q[4] | 580 | 1 | q_reg.q[3]
worst max register to register | w_reg.q[4] | 470 | 8 | w_reg.q[0]
worst min register to register | q_reg.q[4] | 580 | 1 | q_reg.q[3]
==> where the power goes <==
| group | internal [mW] | switching, mW |
|---|---|---|
| clock | 0.109 | 0.0875 |
| sequential | 0.342 | 0.0339 |
| combinational | 0.230 | 0.181 |
No activity file was given, so power comes from the tool's default toggle rates.
